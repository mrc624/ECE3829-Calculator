===== flow/config.mk =====
export PLATFORM = sky130hd
export DESIGN_NAME = Calculate
export DESIGN_NICKNAME = Calculate
export VERILOG_FILES = /design/flow/design.v
export SDC_FILE = /design/flow/constraint.sdc
export NUM_CORES = 4
export LEC_CHECK = 1
export CORE_AREA = 10 10 80 80
export DIE_AREA = 0 0 90 90

===== flow/design.v =====
`timescale 1ns / 1ps
module Calculate(
    input btnr,
    input [2:0] sw,
    input [2:0] state,
    input [7:0] XOR,
    input [7:0] AND,
    input [7:0] OR,
    input [9:0] SUM,
    input [7:0] DIF,
    output reg [9:0] ans
    );
    parameter XOR_STATE = 3'b000;
    parameter AND_STATE = 3'b001;
    parameter OR_STATE = 3'b010;
    parameter ADD_STATE = 3'b011;
    parameter SUB_STATE = 3'b100;
    always @ (posedge btnr) begin  
        if (sw == XOR_STATE) begin
            ans <= XOR;
        end else if (sw == AND_STATE) begin
            ans <= AND;
        end else if (sw == OR_STATE) begin
            ans <= OR;
        end else if (sw == ADD_STATE) begin
            ans <= SUM;
        end else if (sw == SUB_STATE) begin
            ans <= DIF;
        end
    end
endmodule
module XOR (
    input [7:0] num1,
    input [7:0] num2,
    output [7:0] ans
    );
    for (genvar i = 0; i <= 7; i = i + 1) begin
        assign ans[i] = num1[i] ^ num2[i];
    end
endmodule
module AND (
    input [7:0] num1,
    input [7:0] num2,
    output [7:0] ans
    );
    for (genvar i = 0; i <= 7; i = i + 1) begin
        assign ans[i] = num1[i] * num2[i];
    end
endmodule
module OR (
    input [7:0] num1,
    input [7:0] num2,
    output [7:0] ans
    );
    for (genvar i = 0; i <= 7; i = i + 1) begin
        assign ans[i] = num1[i] | num2[i];
    end
endmodule
module ADD(
    input [7:0] num1,
    input [7:0] num2,
    output [9:0] ans
    );
    assign ans = num1 + num2;
endmodule
module SUB(
    input [7:0] num1,
    input [7:0] num2,
    output [7:0] ans
    );       
    assign ans = num1 - num2;
endmodule

===== flow/constraint.sdc =====
current_design Calculate

set clk_period 2.3
set clk_io_pct 0.2

create_clock -name clk0 -period $clk_period [get_ports {btnr}]

set non_clock_inputs [all_inputs -no_clocks]
set_input_delay [expr $clk_period * $clk_io_pct] -clock clk0 $non_clock_inputs
set_output_delay [expr $clk_period * $clk_io_pct] -clock clk0 [all_outputs]

===== flow/run.sh =====
#!/bin/bash
# OpenROAD 26Q1-2900-gdf79404cd8, Yosys 0.63+post, stock flow scripts
make -C /OpenROAD-flow-scripts/flow DESIGN_CONFIG=/design/flow/config.mk WORK_HOME=/design/flow/orfs finish

==> impl_metrics.tcl <==
# implementation run metrics
set metrics [dict create \
    status "completed" \
    grt_setup_unrepaired "no" \
    drive_gt1_share_pct 6.612 \
    hp-start "ans[8]$_SDFFE_PP0P_" \
    synthAoiAreaFrac_pct 18.28 \
    power_frac_comb_pct 30.6 \
    layout_min_cycle_time_ps 1787 \
    dr.pass1.iters 4 \
    ys_sh_simple_pct 20.48 \
    final-max-slew-violation-count 0 \
    grt_max_degree 13 \
    fin_total_pwr_uw 581.0 \
    max-cap-violations 0 \
    cts_sinks 10 \
    grt_pass1_wl_mm 4.077 \
    syn2layout_area_growth_pct 95.61 \
    p_leak_nw 0.4768 \
    crit_type "primary input to flip-flop" \
    cts_buffer_depth 2 \
    p_switching_uw 114.0 \
    setup_tns_ps 0 \
    arrival_ps 1840 \
    finalCritPeriodShare_pct 77.69 \
    die_x_um 90 \
    timing.rr.end "ans[9]$_SDFFE_PP0P_" \
    cts_buffers 3 \
    rr_worst_depth 1 \
    pwr-share-seq_pct 39.0 \
    adder_share_pct 0 \
    core_um2 4723 \
    grt_usage_pct 6.141 \
    grt_pass1_vias 799 \
    p_int_uw 467.0 \
    io_pins 59 \
    netlist_instances 64 \
    cp_max_fo 12 \
    place_congestion 0.7884 \
    clk_pin_slew_ps 40 \
    yosys_area_um2 684.4 \
    worst_pin_slew_ps 499.4 \
    htreeDepth 1 \
    r2r-start "ans[9]$_SDFFE_PP0P_" \
    synth_area_um2 684.4 \
    synth-warning-count 1 \
    ys_ff 10 \
    r2r_setup_slack_ps 1670 \
    hold_path_class "flip-flop to flip-flop" \
    end_kind "flip-flop" \
    rows 25 \
    clock_skew_ps 0 \
    reg_top3 "ans: 10 flops" \
    netSwitchingFraction_pct 19.62 \
    top_register "ans" \
    die_area_um2 8100 \
    cts_setup_buffers 0 \
    ys_cells 64 \
    crit_path_start_kind "primary input" \
    clkPwrFrac_pct 30.4 \
    avgViaCountPerCell 3.872 \
    ctsHoldBuffers 0 \
    die_y_um 90 \
    io_buffers 55 \
    ant_nets 0 \
    grt-ovfl-total 0 \
    drt_iter0_drc 33 \
    yosys.cell_types.count 18 \
    hpwl_mm 2.356 \
    relSlewSlack_pct 66.60 \
    n_antenna_cell 0 \
    clk-insertion-delay-late_ps 230 \
    finalSetupViolCount 0 \
    cts_tree "built" \
    vdd_drop_max_uv 153.2 \
    vias 728 \
    ys_seq_share_pct 40.95 \
    synthTopLogicFamily "simple AND/OR/NAND/NOR gates" \
    power_density_nw_per_um2 434.0 \
    worst_hold_path.endpoint "ans[8]$_SDFFE_PP0P_" \
    wire_per_inst_um 13.95 \
    largest_register_ffs 10 \
    cts_root_buf "clkbuf_8" \
    hold_viol 0 \
    max_freq_ghz 0.5597 \
    required_ps 2350 \
    mux_area_share_pct 11.70 \
    cts-resized-gates 0 \
    hold_path_depth 1 \
    drt_wl_total_mm 2.622 \
    drc 0 \
    antenna_found_initial 0 \
    tool_warnings 28 \
    xor_area_share_pct 0 \
    initCoreUtil_pct 14.49 \
    syn_avg_cell_area_um2 10.69 \
]
[worst max-delay path, cell delays in order]
cell and delay (ps):
clkdlybuf4s50_1 780, nand2b_1 300, o211ai_1 290
[synthesized netlist by cell type]
| library cell | number | share of area, % |
|---|---|---|
| a22o_1 | 2 | 2.6 |
| nor3_4 | 1 | 2.4 |
| o21a_1 | 1 | 1.1 |
| o211ai_1 | 8 | 8.8 |
| nor4bb_1 | 8 | 12 |
| nor2_1 | 1 | 0.55 |
| dfxtp_1 | 2 | 5.9 |
| mux2i_1 | 8 | 12 |
| nand2b_1 | 1 | 0.91 |
| a21oi_1 | 8 | 5.9 |
| buf_2 | 1 | 0.73 |
| inv_1 | 1 | 0.55 |
| buf_4 | 2 | 2.2 |
| buf_1 | 1 | 0.55 |
| edfxtp_1 | 8 | 35 |
| nand2_1 | 9 | 4.9 |
| buf_6 | 1 | 1.6 |
| buf_12 | 1 | 2.9 |
[per-stage QoR]
stage / cell area, um^2 / util, % / instances / setup WS, ps / hold slack [ps]
floorplan: 684.4 / - / 64 / 895.6 / 425.7
global route: 1339 / 28.34 / 188 / 420.5 / 543.0
CTS: 1339 / 28.34 / 188 / 511.8 / 506.3
global placement: 1294 / 27.39 / 184 / 308.4 / 477.4
detailed placement: 1294 / 27.39 / 184 / 272.1 / 497.0
finish: 1339 / 28.34 / 188 / 513.2 / 497.3
[layer usage]
metal  track usage, %  part of all wire, %
met1            6.944                   39
met5                0                    0
met4           0.9284                  1.1
met2            10.29                   49
met3            3.185                   10
[logic make-up after synthesis]
| family | count (synthesis) |
|---|---|
| and+or+nand+nor | 20 |
| AOI/OAI and AO/OA | 19 |
| DFF | 10 |
| muxes | 8 |
| buffers and inverters | 7 |
[layout make-up]
| type | count | area [um^2] |
|---|---|---|
| multi-input combinational | 47 | 345.3 |
| sequential | 10 | 280.3 |
| clock buffer | 4 | 45.04 |
| inverter | 1 | 3.754 |
| timing repair buffer | 59 | 580.6 |
| fill | 471 | 3385 |
| tap | 67 | 83.83 |
[how the worst max path moves through the flow]
| stage | cells past startpoint | start | to | slack (ps) |
|---|---|---|---|---|
| after global routing | 3 | sw[1] | ans[5]$_DFFE_PP_ | 420 |
| final | 3 | sw[1] | ans[1]$_DFFE_PP_ | 510 |
| after CTS | 3 | sw[1] | ans[5]$_DFFE_PP_ | 510 |
[power groups by stage]
stage | logic (mW) | registers (mW) | clock network (mW)
6_report | 0.178 | 0.226 | 0.177
5_1_grt | 0.193 | 0.228 | 0.196
4_1_cts | 0.180 | 0.227 | 0.182
[layout by cell type (no fill, tap or decap), drive strengths merged]
master	n
nor2	1
a21oi	8
a22o	2
buf	4
clkbuf	4
nor4bb	8
nor3	1
nand2	9
clkdlybuf4s50	55
nand2b	1
dfxtp	2
inv	1
o21a	1
edfxtp	8
o211ai	8
mux2i	8
Power figures rest on the tool's default switching activity, not on a simulated workload.
