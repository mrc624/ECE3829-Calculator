==> flow/design.v <==
`timescale 1ns / 1ps
module Debounce(
    input btn,
    input TEN_MHZ_CLK,
    output reg debounced
    );
    slow_mid_clk U0 (TEN_MHZ_CLK, clk);
    always @ (posedge clk) begin
        if (debounced != btn) begin
            debounced = btn;
        end
    end
endmodule
module slow_mid_clk(
    input clk_in,
    output reg clk_out
    );
reg [24:0] period_count = 0;
always @ (posedge clk_in)
    if (period_count!= 10000000)
    begin
        period_count<= period_count + 1;
        clk_out <= 0;  
    end
    else
    begin
        period_count <= 0;
        clk_out <= 1;
    end
endmodule
==> flow/run.sh <==
#!/bin/bash
# OpenROAD 26Q1-2900-gdf79404cd8, Yosys 0.63+post, stock flow scripts
make -C /OpenROAD-flow-scripts/flow DESIGN_CONFIG=/design/flow/config.mk WORK_HOME=/design/flow/orfs finish
==> flow/config.mk <==
export PLATFORM = sky130hd
export DESIGN_NAME = Debounce
export DESIGN_NICKNAME = Debounce
export VERILOG_FILES = /design/flow/design.v
export SDC_FILE = /design/flow/constraint.sdc
export NUM_CORES = 4
export LEC_CHECK = 1
export CORE_AREA = 10 10 108 108
export DIE_AREA = 0 0 118 118
==> flow/constraint.sdc <==
current_design Debounce

set clk_period 3.9
set clk_io_pct 0.2

create_clock -name clk0 -period $clk_period [get_ports {TEN_MHZ_CLK}]

set non_clock_inputs [all_inputs -no_clocks]
set_input_delay [expr $clk_period * $clk_io_pct] -clock clk0 $non_clock_inputs
set_output_delay [expr $clk_period * $clk_io_pct] -clock clk0 [all_outputs]
==> impl_metrics.tcl <==
# metrics dict for downstream scripts
set metrics [dict create \
    vias 837 \
    fillers 1066 \
    worstSkewPairLatency_ns 0.27 \
    synthCells 124 \
    hold_end "U0.period_count[24]$_SDFF_PN0_" \
    timing.fmax_ghz 0.5066 \
    grt_max_degree 15 \
    yosys.area_share.adder_pct 2.169 \
    reg2reg_to "U0.period_count[20]$_SDFF_PN0_" \
    setup_viol 0 \
    grt_setup_unrepaired "false" \
    yosys.area.top_type "dfxtp_1" \
    arrival_ns 2.11 \
    warnings 26 \
    area_growth_pct 20.39 \
    muxShareOfSynthArea_pct 1.844 \
    wirelength_mm 1.970 \
    max_slew.worst_pin.slew_ns 0.6649 \
    gp_congestion 0.8516 \
    yosysChipArea_sq_mm 0.001154 \
    period_minus_slack_ns 1.974 \
    holdBufCountCts 0 \
    row_count 35 \
    cap_violations 0 \
    worst_setup_path_start_kind "register" \
    final.setup_skew_ns 0.003495 \
    ant_nets 0 \
    hold_path.class "reg -> reg" \
    fin_ws_ns 1.926 \
    path_class "reg -> reg" \
    synth-xor-area-share_pct 15.18 \
    grt_first_pass_wirelength_mm 3.670 \
    critPathCaptureType "register" \
    cts_setup_buffers 0 \
    core_area_sq_mm 0.009284 \
    initial_core_util_pct 12.43 \
    fin_total_pwr_mw 0.4368 \
    ys_sh_aoi_pct 2.711 \
    ys_sh_simple_pct 27.66 \
    numCtsBuffers 3 \
    detail_route.wl_per_cell_um 7.636 \
    vias_per_cell 3.244 \
    drt_iter0_drc 50 \
    antenna_found_initial 0 \
    numSynthFlops 27 \
    setup_tns_ns 0 \
    grt-ovfl-total 0 \
    hold_violations 0 \
    io_buffers 2 \
    syn_avg_cell_area_sq_um 9.303 \
    die-area_sq_mm 0.01392 \
    finalHoldWorstSlack_ns 0.4700 \
    ys_warn_count 3 \
    period_used_pct 50.61 \
    root_buffer "clkbuf_8" \
    die_h_um 118 \
    rr_worst_depth 5 \
    reg2reg_from "U0.period_count[0]$_SDFF_PN0_" \
    worstPathMaxFanout 6 \
    die_x_um 118 \
    required_ns 4.04 \
    yosys_cells 124 \
    unclocked_regs 1 \
    synthesis.area_sq_mm 0.001154 \
    status "completed" \
    clock_path_buffers 2 \
    pre_cts_ws_ns 1.947 \
    drc 0 \
    power_density_mw_per_mm2 314.5 \
    ctsResizeCount 0 \
    min_path_cells 1 \
    top_cell_area_share_pct 45.12 \
    boundaryPins 3 \
    r2r_setup_slack_ns 1.93 \
    antenna_cells 0 \
    top_cells_by_area "dfxtp_1, xnor2_1, xor2_1" \
    postSynthSeqShare_pct 47.72 \
    dp_hpwl_mm 1.436 \
    slew_headroom_pct 55.30 \
    grt_usage_pct 2.990 \
    clkTransAtPathRegs_ns 0.09 \
    p_leak_nw 0.4449 \
    cts_tree "yes" \
    hold_start "U0.period_count[24]$_SDFF_PN0_" \
    drtPass1Iterations 4 \
    drv_slew 0 \
    untimed_endpoints 3 \
    synth_cell_type_count 28 \
    first_global_vias 797 \
    drive_gt1_share_pct 6.977 \
    topCombFamilyByArea "simple AND/OR/NAND/NOR gates" \
    cts-htree-levels 1 \
    peakVddDrop_uv 140.4 \
]
-- stage by stage --
step,cells,utilization (%),instance area (sq um)
CTS,258,14.96,1389
finish,258,14.96,1389
global route,258,14.96,1389
detailed placement,254,14.37,1334
global placement,254,14.37,1334
floorplan,124,-,1154
-- power breakdown --
group	total, mW	switching (mW)	internal, mW	leakage (nW)
combinational	0.00160	0.000500	0.00110	0.197
sequential	0.265	0	0.265	0.219
clock	0.170	0.0796	0.0901	0.0288
-- critical path, stage by stage, from the launching register on --
cell and delay (ns):
dfxtp_1 0.41, ha_1 0.23, nand4_1 0.23, nor4_2 0.66, mux2i_1 0.25, nor3_1 0.06
-- Yosys cell counts --
cell and count:
nand2_1 9, mux2_2 1, nand4_1 7, nand3_1 7
and3_1 3, o21ai_0 2, clkbuf_1 1, mux2i_1 1
and4_1 1, nor4_1 3, xnor2_1 13, xor2_1 7
inv_1 6, nor2_1 13, nand4b_1 1, a21oi_1 3
nor3_2 1, buf_2 1, ha_1 2, nor4_2 1
a31oi_1 1, nand4_2 1, edfxtp_1 1, nor2b_1 2
dfxtp_1 26, or4_1 1, nor3_1 7, or3_1 2
-- layout by cell type, fill, tap and decap left out, types with 2 or more instances in the layout --
cell | netlist | routed
dfxtp_1 | 26 | 26
xnor2_1 | 13 | 13
nor2_1 | 13 | 13
nand2_1 | 9 | 9
nand4_1 | 7 | 7
nor3_1 | 7 | 7
xor2_1 | 7 | 7
nand3_1 | 7 | 7
inv_1 | 6 | 6
clkbuf_8 | 0 | 4
nor4_1 | 3 | 3
and3_1 | 3 | 3
a21oi_1 | 3 | 3
or3_1 | 2 | 2
nor2b_1 | 2 | 2
o21ai_0 | 2 | 2
ha_1 | 2 | 2
clkdlybuf4s50_1 | 0 | 2
-- cells by family after synthesis --
group | Yosys count
fa+ha+maj | 2
compound gates | 6
simple gates | 59
buf+inv | 8
flops | 27
mux | 2
xor+xnor | 20
-- sequential cells by signal (all words and copies together), names as in the netlist --
signal           flops
U0.period_count     25
U0.clk_out           1
debounced            1
-- final cells by class --
type	instances	area [sq um]	area share, %
Timing Repair Buffer	3	27.53	1.982
Inverter	6	22.52	1.622
Sequential cell	27	550.5	39.64
Tap cell	129	161.4	11.62
Multi-Input combinational cell	89	571.8	41.17
Clock buffer	4	55.05	3.964
-- layer usage --
| layer | track usage [%] | vias to the layer above | share of wire [%] |
|---|---|---|---|
| met5 | 0 | - | 0 |
| met4 | 0.2318 | 0 | 0.86 |
| met3 | 1.021 | 2 | 4.6 |
| met2 | 4.441 | 8 | 42 |
| met1 | 4.257 | 387 | 53 |
| li1 | - | 440 | - |
-- worst max-delay path by stage --
stage / from / to / slack, ns / depth (start not counted)
6_report: U0.period_count[0]$_SDFF_PN0_ / U0.period_count[20]$_SDFF_PN0_ / 1.93 / 5
5_1_grt: U0.period_count[0]$_SDFF_PN0_ / U0.period_count[20]$_SDFF_PN0_ / 1.72 / 5
4_1_cts: U0.period_count[0]$_SDFF_PN0_ / U0.period_count[20]$_SDFF_PN0_ / 1.93 / 5
No activity file was given, so power comes from the tool's default toggle rates.
