`/design/flow/config.mk`:
```
export PLATFORM = sky130hd
export DESIGN_NAME = Handle_Display
export DESIGN_NICKNAME = Handle_Display
export VERILOG_FILES = /design/flow/design.v
export SDC_FILE = /design/flow/constraint.sdc
export NUM_CORES = 4
export LEC_CHECK = 1
export CORE_AREA = 10 10 70 70
export DIE_AREA = 0 0 80 80
```
`/design/flow/constraint.sdc`:
```
current_design Handle_Display

set clk_period 3.3
set clk_io_pct 0.2

create_clock -name clk0 -period $clk_period

set non_clock_inputs [all_inputs -no_clocks]
set_input_delay [expr $clk_period * $clk_io_pct] -clock clk0 $non_clock_inputs
set_output_delay [expr $clk_period * $clk_io_pct] -clock clk0 [all_outputs]
```
`/design/flow/design.v`:
```
`timescale 1ns / 1ps
module Handle_Display
# ( parameter WAIT = 2'b00,
    parameter LOAD_FIRST = 2'b01,
    parameter LOAD_SECOND = 2'b10,
    parameter CALCULATE = 2'b11,
    parameter OFF = 5'b10000)
    (
    input [1:0] state,
    input [9:0] ans,
    input [7:0] num1,
    input [7:0] num2,
    output reg [7:0] disp0,
    output reg [7:0] disp1,
    output reg [7:0] disp2,
    output reg [7:0] disp3
    );
    parameter FIFTEEN = 4'b1111;
    always @ (*) begin
      if (state == WAIT) begin
        disp0 = OFF;
        disp1 = OFF;
        disp2 = OFF;
        disp3 = OFF;
      end else if (state == LOAD_FIRST) begin
        disp0 = num1[3:0];
        disp1 = num1[7:4];
      end else if (state == LOAD_SECOND) begin
        disp0 = num2[3:0];
        disp1 = num2[7:4];
      end else if (state == CALCULATE) begin
        disp0 = ans[3:0];
        disp1 = ans[7:4];
        disp2 = ans[9:8];
        disp3 = OFF;
      end
    end
endmodule
```
`/design/flow/run.sh`:
```
#!/bin/bash
# OpenROAD 26Q1-2900-gdf79404cd8, Yosys 0.63+post, stock flow scripts
make -C /OpenROAD-flow-scripts/flow DESIGN_CONFIG=/design/flow/config.mk WORK_HOME=/design/flow/orfs finish
```
==> reports/metrics.json <==
{
  "run_status": "complete, no violations",
  "power.share.clock": 0,
  "yosys_cells": 71,
  "p_per_area_nw_per_um2": 82.7,
  "worstMarginPinSlew_ns": 0.692,
  "count_of_inserted_antenna_diode_cells": 0,
  "avgSynthCellArea_um2": 8.88,
  "vias": 518,
  "synthCells": 71,
  "grt_max_degree": 14,
  "die_w_um": 80,
  "power_report.internal_total_w": 0.0000583,
  "grt_first_pass_wirelength_mm": 2.73,
  "finalHoldViolCount": 0,
  "yosysTopAreaCellShare": 0.286,
  "die.size.y_um": 80,
  "power_frac_comb": 0.858,
  "synthDistinctLibCells": 13,
  "count_of_pins_on_the_block_boundary": 60,
  "vdd_drop_max_v": 0.0000244,
  "synth_warnings": 1,
  "netlist_area_um2": 631,
  "residual_drc": 0,
  "grt_use_total": 0.0522,
  "grt_pass1_vias": 550,
  "cts-resized-gates": 0,
  "dr.first_iter.drc_count": 2,
  "wl_mm": 1.86,
  "initial_core_util": 0.185,
  "average_wire_per_cell_in_the_routed_design_um": 12.3,
  "power.leakage_nw": 0.427,
  "synth_area_leader_cell": "dlxtn_1",
  "grt_overflow_total": 0,
  "grt_antenna_before_repair": 0,
  "switching_power_share_of_the_total": 0.293,
  "number_of_register_pins_that_no_clock_reaches": 12,
  "power.sequential.fraction": 0.142,
  "floorplan.rows": 21,
  "cts_post_setup_buffers_inserted": 0,
  "core-area_um2": 3420,
  "layout-drive-gt1-share": 0.0189,
  "totalNegativeSetupSlack_ns": 0,
  "drv.max_cap_violation_count": 0,
  "detailedPlacementHpwl_mm": 1.65,
  "setup_repair_after_global_routing_missed_its_margin": "false",
  "io_buffer_count": 41,
  "yosys.stat.chipArea_um2": 631,
  "top_cells_by_area": "dlxtn_1, buf_4, mux2i_1, nor2b_1, a211oi_1",
  "floorplan.die_area_um2": 6400,
  "slew_headroom": 0.537,
  "unconstrained_endpoints": 25,
  "tool_warnings": 36,
  "timing.final.max_slew_violations": 0,
  "switchingPower_w": 0.0000242,
  "holdBufCountCts": 0,
  "detail_route.first_pass.iterations": 2,
  "setup_viol": 0,
  "antenna_left": 0,
  "place_congestion": 0.751,
  "syn_to_final_growth_pct": 58.3,
  "number_of_vias_per_cell_after_detailed_routing": 3.41,
  "ys.flops": 12,
  "maxClockFrequency_mhz": 461,
  "fillerInstances": 373
}
routing by layer:
| layer | vias up | part of all wire | track usage | wire length (um) |
|---|---|---|---|---|
| met5 | - | 0 | 0 | 0 |
| met4 | 0 | 0 | 0 | 0 |
| met3 | 0 | 0.081 | 0.0114 | 150 |
| met2 | 24 | 0.52 | 0.0995 | 970 |
| met1 | 226 | 0.40 | 0.0609 | 741 |
| li1 | 268 | - | - | - |
per-stage QoR:
stage / instance area (um^2) / utilization / std cells / power, W
6_report: 998 / 0.292 / 152 / 0.0000826
5_1_grt: 998 / 0.292 / 152 / 0.0000903
4_1_cts: 998 / 0.292 / 152 / 0.0000850
3_5_place_dp: 998 / 0.292 / 152 / 0.0000846
3_3_place_gp: 998 / 0.292 / 152 / 0.0000844
2_1_floorplan: 694 / - / 88 / 0.0000543
flip-flops by register name, summed over array words and instances, names as in the netlist:
name   flops
disp2      3
disp1      5
disp0      4
synthesized netlist by cell type, drive strengths merged:
cell and number:
buf 21, mux2i 8, clkbuf 2, conb 2, nor2b 10, inv 3, ha 4, nor4b 1
a211oi 8, dlxtn 12
power groups by stage:
| stage | clock, W | combinational (W) | sequential [W] |
|---|---|---|---|
| 6_report | 0 | 0.0000708 | 0.0000117 |
| 5_1_grt | 0 | 0.0000783 | 0.0000120 |
| 4_1_cts | 0 | 0.0000732 | 0.0000118 |
cells by family after synthesis:
logic type | Yosys count | share of synthesized area
buf+inv | 26 | 0.288
latches | 12 | 0.286
simple gates | 11 | 0.113
compound gates | 8 | 0.0952
mux | 8 | 0.127
fa+ha+maj | 4 | 0.0794
other cells | 2 | 0.0119
area by class of cell:
type / instances / area (um^2) / share of cell area
sequential: 12 / 180 / 0.180
multi-input combinational: 50 / 339 / 0.340
tap: 46 / 57.6 / 0.0576
inverter: 3 / 11.3 / 0.0113
timing repair buffer: 41 / 410 / 0.411
cell usage in the layout, fill, tap and decap left out, drive strengths merged:
cell type / instances
mux2i: 8
clkdlybuf4s50: 41
inv: 3
conb: 19
ha: 4
dlxtn: 12
nor2b: 10
a211oi: 8
nor4b: 1
Power and IR drop assume default switching activity.
